==> flow/config.mk <==
export PLATFORM = sky130hd
export DESIGN_NAME = multiplication
export DESIGN_NICKNAME = multiplication
export VERILOG_FILES = /design/flow/design.v
export SDC_FILE = /design/flow/constraint.sdc
export NUM_CORES = 4
export LEC_CHECK = 1
export CORE_UTILIZATION = 30
==> flow/constraint.sdc <==
current_design multiplication

set clk_period 11.3
set clk_io_pct 0.2

create_clock -name clk0 -period $clk_period

set non_clock_inputs [all_inputs -no_clocks]
set_input_delay [expr $clk_period * $clk_io_pct] -clock clk0 $non_clock_inputs
set_output_delay [expr $clk_period * $clk_io_pct] -clock clk0 [all_outputs]
==> flow/design.v <==
module multiplication #(
  parameter WIDTH = 8
)(
  input  wire [WIDTH-1:0]  in1,
  input  wire [WIDTH-1:0]  in2,
  output reg  [(2*WIDTH)-1:0] out
);
  always @(*) begin
      out = in1 * in2;
  end 
endmodule
==> flow/run.sh <==
#!/bin/bash
# OpenROAD 26Q1-2900-gdf79404cd8, Yosys 0.63+post, stock flow scripts
make -C /OpenROAD-flow-scripts/flow DESIGN_CONFIG=/design/flow/config.mk WORK_HOME=/design/flow/orfs finish
==> qor.yml <==
logic_synthesis:
  syn_inst: 243
  ys_cells: 243
  ys_seq_share_pct: 0
  syn-cell-area_um2: 2110
  synth.yosys.warnings: 1
  ys_types: 28
  yosysChipArea_um2: 2110
  syn_area_per_cell_um2: 8.67
critical_path:
  path_buffers: 5
  crit_slowest_cell: "clkdlybuf4s50_1"
  cp_max_fo: 8
  endpoint_kind: "primary output"
  worst_ep_arrival_time_ns: 7.06
  path_cells: "clkdlybuf4s50_1 -> nand2_1 -> fa_1 -> fa_1 -> inv_1 -> fa_1 -> inv_1 -> fa_1 -> inv_1 -> ha_1 -> and2_4 -> a221oi_2 -> nand3_1 -> and3_1 -> a211oi_2 -> clkdlybuf4s50_1"
  path_class: "in2out"
  critPathRequiredTime_ns: 9.04
  critPathMaxStageDelay_ns: 0.63
  crit_family: "adder cells"
  startpoint_type: "primary input"
  cp_common_cell: "fa_1"
die:
  io_pins: 32
  die_width_um: 85.8
  rows: 30
  fp_util_pct: 31.0
  die_h_um: 85.8
  die-area_um2: 7360
  coreArea_um2: 6790
power:
  p_leak_nw: 1.29
  sw_frac_of_total_pct: 42.4
  ir_drop_mv: 0.0851
  switchingPower_uw: 160
  powerDensity_nw_per_um2: 148
  comb_power_share_pct: 100.0
  internal-power_uw: 216
  power_uw: 376
  seqPwrFrac_pct: 0
  clockPowerShare_pct: 0
route:
  wl_per_cell_um: 10.6
  first_pass_iters: 4
  wl_um: 3940
  diodes: 0
  drtAntennaViolNets: 0
  dr.first_iter.drc_count: 48
  vias: 1683
  drc: 0
  viasPerCell: 4.54
placement:
  gp_congestion: 0.846
  placed_area_um2: 2550
  hpwl_um: 3500
  port_buffers: 32
job:
  max_cap_violations: 0
  warning_count: 32
status:
  status: "complete, no violations"
timing:
  rsz0062_at_grt: "no"
  finalSetupTns_ns: 0
  worstMarginPinSlew_ns: 0.416
  clock.fmax_ghz: 0.107
  fin_crit_ns: 9.32
  setup_viol: 0
  hold_viol_final: 0
  relSlewSlack_pct: 71.9
  slew_viol_final: 0
  finalClockPeriodUsage_pct: 82.5
finish:
  seq_cell_count: 0
  drive_gt1_share_pct: 1.82
  fillers: 711
  synthToLayoutAreaGrowth_pct: 20.9
  nClkBuffers: 0
  stdcell_area_um2: 2550
  flop_area_um2: 0
  final-comb-area_um2: 1920
global_route:
  grt_max_degree: 9
  track_usage_pct: 11.6
  antenna_found_initial: 0
  first_global_vias: 1530
  grt_pass1_wl_um: 6830
  grt_overflow: 0
clock_network:
  holdBufCountCts: 0
  cts_setup_buffers: 0
  cts_resized: 0
worst_hold_path:
  hold_class: "in2out"
per-layer routing:
layer  vias to the layer above  GRT usage, %  share of wire, %
met5                         -             0                 0
met4                         0             0                 0
met3                         0          1.17               3.4
met2                        38          17.6                47
met1                       814          19.5                50
li1                        831             -                 -
tightest hold or removal path, stage by stage:
cell             delay, ns
clkdlybuf4s50_1       0.50
and2_1                0.18
clkdlybuf4s50_1       0.39
power by group through the flow:
stage | Clock, mW | Combinational [mW] | Sequential, mW
CTS | 0 | 0.385 | 0
global route | 0 | 0.425 | 0
finish | 0 | 0.376 | 0
Yosys cell counts, types with 2 or more instances:
cell type | instances | area [µm²]
nor3_1 | 2 | 10.0
nand2_1 | 23 | 86.3
xor2_1 | 4 | 35.0
xnor2_1 | 7 | 61.3
ha_1 | 36 | 450
o21a_1 | 4 | 30.0
and3_1 | 3 | 18.8
a21oi_1 | 5 | 25.0
nor2b_1 | 2 | 12.5
and2_1 | 47 | 294
o211ai_1 | 2 | 15.0
o21ai_1 | 2 | 10.0
fa_1 | 36 | 721
a211o_1 | 3 | 26.3
nor2_1 | 6 | 22.5
inv_1 | 49 | 184
cell families after synthesis:
family,count (synthesis),synth area share (%)
AOI/OAI and AO/OA,23,8.14
adders and majority gates,72,55.6
and+or+nand+nor,88,23.0
buffers and inverters,49,8.73
xor gates and xnor gates,11,4.57
cell usage in the layout (no fill, tap or decap), drive strengths merged, types with 2 or more instances in the layout:
cell / count
xnor2: 7
ha: 36
fa: 36
nand2: 23
nor2: 6
a21oi: 5
o21ai: 3
and3: 3
nor2b: 2
a211o: 3
clkdlybuf4s50: 32
inv: 49
o21a: 4
nor3: 2
and2: 48
xor2: 4
o211ai: 2
worst paths after layout:
check / startpoint / to / slack, ns / cells past startpoint
hold / removal: in1[0] / out[0] / 5.59 / 3
setup / recovery: in2[7] / out[15] / 1.98 / 16
final cells by class:
type               instances  share of cell area [%]
repair buffers            32                    12.6
well taps                 96                    4.72
multi-input cells        194                    75.5
inverters                 49                    7.22
stage by stage:
stage | util [%] | cells | hold WS, ns | worst slack, ns
after floorplan | - | 243 | 4.59 | 3.30
final | 37.5 | 371 | 5.59 | 1.98
after global placement | 37.5 | 371 | 5.61 | 2.00
after global routing | 37.5 | 371 | 5.65 | 1.74
after detailed placement | 37.5 | 371 | 5.62 | 1.98
after CTS | 37.5 | 371 | 5.62 | 1.98
Power and IR drop assume default switching activity.
